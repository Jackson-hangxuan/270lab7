==> ./design.v <==
module SM2TC
	#(parameter width = 11)
	(input [width-1:0] SM,
	 output [width-1:0] TC
	);
	wire [width-2:0] Magnitude;														 
	assign Magnitude = ~(SM[width-2:0]) + 'b1; 		 
 	assign TC =
		SM[width-1] ?																							 
		(Magnitude == 0 ?																			 
			'd0 :																												 
			{1'b1, Magnitude}																		 
		) :         
		SM;                     																			 
endmodule  
==> ./run.sh <==
#!/bin/bash
# OpenROAD 26Q1-2900-gdf79404cd8, Yosys 0.63+post, stock flow scripts
make -C /OpenROAD-flow-scripts/flow DESIGN_CONFIG=/design/flow/config.mk WORK_HOME=/design/flow/orfs finish
==> ./config.mk <==
export PLATFORM = sky130hd
export DESIGN_NAME = SM2TC
export DESIGN_NICKNAME = SM2TC
export VERILOG_FILES = /design/flow/design.v
export SDC_FILE = /design/flow/constraint.sdc
export NUM_CORES = 4
export LEC_CHECK = 1
export CORE_AREA = 10 10 70 70
export DIE_AREA = 0 0 80 80
==> ./constraint.sdc <==
current_design SM2TC

set clk_period 4.5
set clk_io_pct 0.2

create_clock -name clk0 -period $clk_period

set non_clock_inputs [all_inputs -no_clocks]
set_input_delay [expr $clk_period * $clk_io_pct] -clock clk0 $non_clock_inputs
set_output_delay [expr $clk_period * $clk_io_pct] -clock clk0 [all_outputs]
==> results.yml <==
# physical design summary
critical_path:
  arrival_ps: 3050
  cpPeakStageDelay_ps: 530
  crit_top_cell: "clkdlybuf4s50_1"
  critPathSlowestCell: "clkdlybuf4s50_1"
  path_class: "in -> out"
  cp.required_ps: 3600
  crit_path_max_fanout: 5
  cp_cell_sequence: "clkdlybuf4s50_1, inv_1, ha_1, nor4b_2, mux2i_1, o2111ai_1, o221ai_1, clkdlybuf4s50_1"
  cp-start-kind: "primary input"
  crit_path_end_kind: "primary output"
cells_and_area:
  area_delta_synth_final_pct: 77.9
  drive_above_1_share: 0.101
  regArea_sq_um: 0
  flop-count: 0
  lay_top_count: "clkdlybuf4s50_1"
  n_clock_buffer: 0
  finalCoreUtilization: 0.186
  final_cell_mix: "clkdlybuf4s50_1 (22), xnor2_1 (8), nand2_1 (6)"
timing:
  fin_crit_sh: 0.877
  slew_viol_final: 0
  slew_headroom: 0.709
  hold_viol: 0
  worstMarginPinSlew_ps: 435
  rsz0062_at_grt: "false"
  fin_crit_ps: 3950
  setup_viol: 0
  hold_slack_ps: 2790
  tns_ps: 0
  clock.fmax_mhz: 253
cts:
  cts_hold_buffers: 0
  postCtsSetupBuffers: 0
  ctsResizeCount: 0
global_route:
  grt_pass1_vias: 421
  grt_usage: 0.0376
  globalRouteOverflowTotal: 0
  antenna_found_initial: 0
  grt_pass1_wl_um: 2010
  grt_max_degree: 14
yosys:
  synthCells: 47
  postSynthSeqShare: 0
  ys_cells: 47
  ys_types: 27
  ys_area_sq_um: 357
  synth_area_sq_um: 357
  syn_avg_cell_area_sq_um: 7.59
  yosysWarnings: 0
worst_hold_path:
  hold_class: "in -> out"
detailed_routing:
  vias: 408
  drt-total-wl_um: 1230
  drtIter0Drc: 20
  antenna_cells: 0
  ant_nets: 0
  dr.pass1.iters: 3
  via_per_inst: 3.55
  drc_errors: 0
  wl_per_cell_um: 10.7
power:
  clockPowerShare: 0
  total_power_mw: 0.0573
  leakage_nw: 0.212
  p_int_mw: 0.0363
  power_frac_seq: 0
  powerDensity_nw_per_um2: 90.3
  netSwitchingFraction: 0.366
  worst_ir_drop_vdd_v: 0.0000105
  power_switching_mw: 0.0210
  combPwrFrac: 1.000
job:
  openroad.warnings: 32
  maxCapViolations: 0
die:
  rows: 21
  initCoreUtil: 0.104
  core_sq_um: 3420
  pin_count: 22
  die-height_um: 80
  die_x_um: 80
  die-area_sq_um: 6400
placed_design:
  portBuffers: 22
  routabilityCongestion: 0.704
outcome:
  status: "finished clean"
## synth_stat cells
library cell,count,share of area
o211a_1,1,0.028
nand2_1,6,0.063
nor3_1,3,0.042
inv_1,3,0.032
clkbuf_1,1,0.011
o21ai_2,1,0.025
o31ai_1,2,0.042
o21ai_0,2,0.028
mux2i_1,2,0.056
a31oi_1,1,0.018
xnor2_1,8,0.20
nand2b_1,1,0.018
buf_6,1,0.032
o31ai_2,1,0.035
o2111ai_1,2,0.049
or3_4,1,0.032
nor4_1,1,0.018
o221ai_1,1,0.025
a21boi_1,1,0.021
nor4b_2,1,0.042
nor3b_1,1,0.021
nand3_1,1,0.014
nor2b_1,1,0.018
ha_1,1,0.035
nor2_1,1,0.011
and3_1,1,0.018
o311ai_4,1,0.074
## per-layer routing
layer	wire length, um	part of all wire	GRT usage
met5	0	0	0
met4	0	0	0
met3	118	0.096	0.0136
met2	622	0.51	0.0714
met1	488	0.40	0.0409
## critical path, delay by kind of cell
kind | cells | cell delay (ps)
buf+inv | 3 | 1060
fa+ha+maj | 1 | 240
compound gates | 2 | 240
simple gates | 1 | 310
mux | 1 | 300
## worst paths after layout
| path | startpoint | endpoint | slack, ps | cells past startpoint |
|---|---|---|---|---|
| setup / recovery | SM[0] | TC[1] | 550 | 8 |
| hold / removal | SM[0] | TC[0] | 2790 | 4 |
## cell families (layout without fill, tap and decap cells)
kind of cell	count (synthesis)	count (layout)	share of synthesized area
xor+xnor	8	8	0.196
compound gates	13	13	0.344
mux	2	2	0.0561
fa+ha+maj	1	1	0.0351
simple gates	18	18	0.295
buf+inv	5	27	0.0737
## metrics by stage
stage                     worst slack (ps)  cell area (sq um)  instances
after floorplan                       1720                357         47
after global placement                 582                634        115
after detailed placement               558                634        115
after CTS                              541                634        115
after global routing                   335                634        115
final                                  555                634        115
## cell type report
type	count	area, sq um
Timing Repair Buffer	24	235
Inverter	3	11.3
Multi-Input combinational cell	42	330
Fill cell	386	2780
Tap cell	46	57.6
## power groups by stage
| stage | logic (mW) | clock network [mW] | registers (mW) |
|---|---|---|---|
| finish | 0.0573 | 0 | 0 |
| global route | 0.0637 | 0 | 0 |
| CTS | 0.0585 | 0 | 0 |
Power figures rest on the tool's default switching activity, not on a simulated workload.
