==> ./design.v <==
module Binary_to_7SEG
	#(parameter W = 11)				 
	(input [W-1:0] N,							 
	 input Encoding,								 
	 output [6:0] Sign,							 
	 output [6:0] D2, D1, D0,		 
	 output TooLarge							 
	);
	localparam ZERO 	= 7'b1000000;	 
	localparam ONE		= 7'b1111001; 	 
	localparam TWO		= 7'b0100100; 	 
	localparam THREE	= 7'b0110000; 	 
	localparam FOUR	= 7'b0011001; 	 
	localparam FIVE	= 7'b0010010; 	 
	localparam SIX		= 7'b0000010; 	 
	localparam SEVEN	= 7'b1111000; 	 
	localparam EIGHT	= 7'b0000000; 	 
	localparam NINE	= 7'b0010000; 	 
	localparam MINUS	= 7'b0111111;	 
	localparam OFF		= 7'b1111111; 	 
	reg [6:0] LUT[0:9];					 
	initial begin
		LUT[0] = ZERO;
		LUT[1] = ONE;
		LUT[2] = TWO;
		LUT[3] = THREE;
		LUT[4] = FOUR;
		LUT[5] = FIVE;
		LUT[6] = SIX;
		LUT[7] = SEVEN;
		LUT[8] = EIGHT;
		LUT[9] = NINE;
	end
	wire [W-1:0] Magnitude;
	assign Magnitude = Encoding? (N[W-1] ? -N : N) : N[W-2:0];
	assign TooLarge = (Magnitude > 'd999);
	wire [W-1:0] Quotient0, Quotient1, Digit0, Digit1, Digit2;
	assign Quotient0 = Magnitude / 4'b1010;
	assign Quotient1 = Quotient0 / 4'b1010;
	assign Digit0 = Magnitude % 4'b1010;
	assign Digit1 = Quotient0 % 4'b1010;
	assign Digit2 = Quotient1 % 4'b1010;
		assign Sign = TooLarge? MINUS : (N[W-1]? MINUS : OFF);	 
		assign D2 = TooLarge? MINUS : ((Digit2 == 'd0) ? OFF : LUT[Digit2]);
		assign D1 = TooLarge? MINUS : ((Digit2 == 'd0) & (Digit1 == 'd0) ? OFF : LUT[Digit1]);
		assign D0	= TooLarge? MINUS : LUT[Digit0];
endmodule  
`timescale 1ns/1ns
module Binary_to_7SEG_TestBench;
	parameter W = 11;
	reg signed [W-1:0] TC;				 
	wire [6:0] TCSign;						 
	wire [6:0] TCD2, TCD1, TCD0;	 
	wire TCTooLarge;							 
	reg [W-1:0] SM;								 
	wire [6:0] SMSign;						 
	wire [6:0] SMD2, SMD1, SMD0;	 
	wire SMTooLarge;							 
	Binary_to_7SEG #(.W(W)) TCDisplay(TC, 1, TCSign, TCD2, TCD1, TCD0, TCTooLarge);
	Binary_to_7SEG #(.W(W)) SMDisplay(SM, 0, SMSign, SMD2, SMD1, SMD0, SMTooLarge);
	initial
	begin
		TC = 'd725; SM = 'd725;
		#1;
		TC = - 'd3;  SM = 'b10000000011;
		#1;
		TC = 'd1000; SM = 'd1000;
		#TC;
	end
endmodule
==> ./run.sh <==
#!/bin/bash
# OpenROAD 26Q1-2900-gdf79404cd8, Yosys 0.63+post, stock flow scripts
make -C /OpenROAD-flow-scripts/flow DESIGN_CONFIG=/design/flow/config.mk WORK_HOME=/design/flow/orfs finish
==> ./config.mk <==
export PLATFORM = sky130hd
export DESIGN_NAME = Binary_to_7SEG
export DESIGN_NICKNAME = Binary_to_7SEG
export VERILOG_FILES = /design/flow/design.v
export SDC_FILE = /design/flow/constraint.sdc
export NUM_CORES = 4
export LEC_CHECK = 1
export CORE_AREA = 10 10 100 100
export DIE_AREA = 0 0 110 110
==> ./constraint.sdc <==
current_design Binary_to_7SEG

set clk_period 15.9
set clk_io_pct 0.2

create_clock -name clk0 -period $clk_period

set non_clock_inputs [all_inputs -no_clocks]
set_input_delay [expr $clk_period * $clk_io_pct] -clock clk0 $non_clock_inputs
set_output_delay [expr $clk_period * $clk_io_pct] -clock clk0 [all_outputs]
==> results_dict.tcl <==
# place-and-route summary
set metrics [dict create \
    status "complete, no violations" \
    logic_area_um2 3652 \
    p_leak_nw 1.797 \
    syn2layout_area_growth_pct 15.31 \
    core-area_um2 7807 \
    wire_per_inst_um 17.03 \
    grt_max_degree 16 \
    critPathCaptureType "output port" \
    nClkBuffers 0 \
    drv_cap 0 \
    worst_pin_slew_ns 0.8609 \
    slew_violations 0 \
    power.total_mw 0.6121 \
    ys_cells 536 \
    timing.slew.headroom_pct 42.46 \
    setup.worst_path.start "N[1]" \
    pre_cts_slack_ns 0.2951 \
    dp_hpwl_um 9267 \
    fp_util_pct 49.73 \
    routed_wl_um 11510 \
    p_int_mw 0.2914 \
    finalCriticalPeriod_ns 15.26 \
    yosysWarnings 1 \
    grt_pass1_vias 3868 \
    worstHoldStart "N[0]" \
    dr.pass1.iters 5 \
    die-area_um2 12100 \
    fin_ws_ns 0.6449 \
    grt_usage_pct 18.94 \
    die_x_um 110 \
    warning_count 47 \
    holdWs_ns 7.192 \
    cts_hold_buffers 0 \
    drt_iter0_markers 278 \
    finalSetupTns_ns 0 \
    regArea_um2 0 \
    crit_fanout 10 \
    pwr-share-clk_pct 0 \
    antenna_found_initial 0 \
    diodes 0 \
    grt_first_pass_wirelength_um 19200 \
    gp_congestion 0.9453 \
    finalCritPeriodShare_pct 95.94 \
    cp_slowest_cell "clkdlybuf4s50_1" \
    numPortBuffers 35 \
    utilization_pct 57.34 \
    nFlopsAndLatches 0 \
    synthCells 536 \
    route.detailed.drc 0 \
    ant_nets 0 \
    fillCellCount 721 \
    avgSynthCellArea_um2 7.243 \
    layout-drive-gt1-share_pct 16.90 \
    switching_share_pct 52.39 \
    hold_class "input port to output port" \
    overflow 0 \
    power_frac_seq_pct 0 \
    required_ns 12.72 \
    syn_area_um2 3882 \
    yosys_area_um2 3882 \
    yosysSeqAreaShare_pct 0 \
    pwr-share-comb_pct 100.0 \
    rsz0062_at_grt "false" \
    vias_per_cell 6.376 \
    crit_path_end "D1[0]" \
    crit_path_frequent_cell "ha_1" \
    vias 4310 \
    max_freq_mhz 65.55 \
    num_rows 32 \
    cpPeakStageDelay_ns 0.52 \
    power_switching_mw 0.3207 \
    hold_violations 0 \
    power_density_nw_per_um2 136.7 \
    startpoint_type "input port" \
    worstSetupPathType "input port to output port" \
    cp_data_arrival_time_ns 12.08 \
    die_y_um 110 \
    finalSetupViolations 0 \
    ioPinCount 41 \
    peakVddDrop_mv 0.1264 \
    synth.distinct_cells 111 \
]
-- critical path: cells and delay by family --
| family | cells | cell delay (ns) |
|---|---|---|
| multiplexers | 1 | 0.27 |
| AND-OR/OR-AND | 14 | 3.02 |
| AND/OR/NAND/NOR | 9 | 2.18 |
| XOR/XNOR | 1 | 0.11 |
| adder cells (fa/ha/maj) | 6 | 1.45 |
| buffers and inverters | 9 | 1.84 |
-- layer usage --
layer,vias to the layer above,part of all wire [%],track usage [%],routed length (um)
met5,-,0,0,0
met4,0,0.70,1.580,81
met3,10,7.0,2.644,808
met2,148,42,28.28,4857
met1,1997,50,29.11,5761
li1,2155,-,-,-
-- layout make-up --
class                      instances  area share (%)
tap                              102           2.851
inverter                          31           2.655
multi-input combinational        478           81.58
timing repair buffer              65           12.91
-- synthesized netlist by cell type (all sizes together), types with 6 or more instances --
cell | count | area (um2)
a21boi | 10 | 75.07
a311oi | 8 | 93.84
nor4 | 6 | 67.56
inv | 30 | 115.1
nor3 | 12 | 92.59
a22oi | 6 | 63.81
o31ai | 8 | 70.06
nand2b | 8 | 50.05
nand3 | 16 | 80.08
xor2 | 7 | 76.32
o21ai | 40 | 230.2
ha | 28 | 350.3
a21o | 7 | 52.55
and3 | 7 | 43.79
a221oi | 7 | 73.82
clkbuf | 7 | 26.28
a21oi | 30 | 165.2
o221ai | 7 | 67.56
nand4 | 6 | 37.54
o22ai | 8 | 50.05
or2 | 7 | 46.30
mux2i | 19 | 202.7
nor2 | 48 | 185.2
a31oi | 8 | 71.32
buf | 25 | 165.2
o211ai | 19 | 147.6
a211oi | 9 | 77.57
xnor2 | 14 | 148.9
a2111oi | 6 | 86.34
nand2 | 51 | 193.9
-- power groups by stage --
stage	registers (mW)	clock network [mW]	logic, mW
4_1_cts	0	0	0.610
5_1_grt	0	0	0.683
6_report	0	0	0.612
-- how the worst min path moves through the flow --
stage                 endpoint  slack (ns)  cells after the start
final                    D0[4]        7.19                      4
after global routing     D0[4]        7.27                      4
after CTS              Sign[6]        7.49                      4
-- what timing repair did --
action / in CTS / in global routing
resized: 0 / 13
setup buffers: 0 / 6
setup endpoints to repair: 0 / 14
-- per-stage QoR --
| step | area [um2] | cells |
|---|---|---|
| final | 4477 | 676 |
| after global routing | 4477 | 676 |
| after CTS | 4368 | 670 |
| after detailed placement | 4368 | 670 |
| after global placement | 4368 | 670 |
| after floorplan | 3901 | 541 |
-- cell families after synthesis --
logic type / synth area share [%]
compound gates: 44.41
xor+xnor: 5.801
fa+ha+maj: 9.024
buf+inv: 7.992
mux: 6.091
other cells: 0.09659
simple gates: 26.59
-- cells in the final DEF (no fill, tap or decap), drive strengths merged, types with 4 or more instances in the layout --
cell and count:
nand2 51, nor2 48, o21ai 40, clkdlybuf4s50 34, buf 30, a21oi 30
inv 30, ha 28, mux2i 19, o211ai 19, nand3 16, xnor2 14
nor3 12, a21boi 10, a211oi 9, o22ai 8, nand2b 8, o31ai 8
a31oi 8, a311oi 8, a21o 7, and3 7, o221ai 7, xor2 7
a221oi 7, or2 7, nand4 6, conb 6, nor4 6, a22oi 6
a2111oi 6, or3 5, nor4b 5, o21a 4, and2 4
Power figures rest on the tool's default switching activity, not on a simulated workload.
