### flow/design.v
module AddSub
	#(parameter W = 16)			 
	(
		input [W-1:0] A, B,				 
		input c0,											 
		output [W-1:0] S,					 
		output ovf										 
	);
	wire [W:0] c;									 
	assign c[0] = c0;
	genvar i;
	generate
		for (i = 0; i < W; i = i + 1)
			begin: RCAddSub
				FullAdder FA(A[i], B[i] ^ c[0], c[i], S[i], c[i+1]);
			end
	endgenerate
		assign ovf = c[W-1] ^ c[W];
endmodule  
module BoothMul
	#(parameter W = 16)								 
	(Clock, Reset, Start, M, Q, P);
	localparam WW = 2 * W;						 
	localparam BoothIter = $clog2(W);	 
	input Clock;
	input Reset;											 
	input Start;											 
	input signed [W-1:0] Q;						 
	input signed [W-1:0] M;						 
	output signed [WW-1:0] P;					 
	reg signed [WW+1:0] PM;						 
	wire M_LD;												 
	wire P_LD;												 
	wire PM_ASR;											 
	reg [BoothIter-1:0] CTR;					 
	wire CTR_DN;											 
	wire c0;
	wire ovf;
	wire signed [W-1:0] R;
	AddSub #(.W(W)) AddSub1(PM[WW:W+1], Q, c0, R, ovf);
	wire PSgn = R[W-1] ^ ovf;					 
	reg [2:0] State, State_Next;
	localparam Init		= 3'd0;
	localparam Load		= 3'd1;
	localparam Check	= 3'd2;
	localparam Add		= 3'd3;
	localparam Sub		= 3'd4;
	localparam Next		= 3'd5;
	localparam More		= 3'd6;
	localparam Done		= 3'd7;
	always @*
	begin
		case(State)
			Init:
				if (Start)
					State_Next <= Load;
				else
					State_Next <= Init;
			Load:	State_Next <= Check;
			Check:
				if (~PM[1] & PM[0])
						State_Next <= Add;
				else if (PM[1] & ~PM[0])
						State_Next <= Sub;
				else
						State_Next <= Next;
			Add: State_Next <= Next;
			Sub: State_Next <= Next;
			Next: State_Next <= More;
			More:
				if (CTR == 'd0)
						State_Next <= Done;
				else
						State_Next <= Check;
			Done: State_Next <= Init;
		endcase
	end
	initial
	begin
		State <= Init;
		PM <= 'd0;
		CTR <= W;
	end
	always @(posedge Clock)
		if (Reset)
			State <= Init;
		else
			State <= State_Next;
	assign M_LD			= (State == Load);
	assign P_LD			= (State == Add) | (State == Sub);
	assign PM_ASR 	= (State == Next);
	assign CTR_DN 	= (State == Next);
	assign c0 			= (State == Sub);
	assign AllDone	= (State == Done);
	wire signed [W:0] ZERO; 					 
	assign ZERO = 'd0;
	always @(posedge Clock)
		if (Reset)
			begin
				PM[WW+1:W+1] <= 'd0;
				PM[0] <= 0;
				CTR <= W;
			end
		else
			begin
				PM <=
					(M_LD? $signed({ZERO, M, 1'b0}) :				 
						(P_LD ? $signed({PSgn, R, PM[W:0]}) :	 
							(PM_ASR ? PM >>> 1 :								 
							 PM																	 
							)        
						)
					);
				CTR <= CTR_DN ? CTR - 1 : CTR;
			end
	assign P = AllDone? PM[WW:1] : 'd0;
endmodule  
module FullAdder(a, b, cin, s, cout);
	input a, b, cin;
	output s, cout;
	assign s = a ^ b ^ cin;
	assign cout = a & b | cin & (a ^ b);
endmodule  
### flow/run.sh
#!/bin/bash
# OpenROAD 26Q1-2900-gdf79404cd8, Yosys 0.63+post, stock flow scripts
make -C /OpenROAD-flow-scripts/flow DESIGN_CONFIG=/design/flow/config.mk WORK_HOME=/design/flow/orfs finish
### flow/config.mk
export PLATFORM = sky130hd
export DESIGN_NAME = BoothMul
export DESIGN_NICKNAME = BoothMul
export VERILOG_FILES = /design/flow/design.v
export SDC_FILE = /design/flow/constraint.sdc
export NUM_CORES = 4
export LEC_CHECK = 1
export CORE_UTILIZATION = 40
### flow/constraint.sdc
current_design BoothMul

set clk_period 16.8
set clk_io_pct 0.2

create_clock -name clk0 -period $clk_period [get_ports {Clock}]

set non_clock_inputs [all_inputs -no_clocks]
set_input_delay [expr $clk_period * $clk_io_pct] -clock clk0 $non_clock_inputs
set_output_delay [expr $clk_period * $clk_io_pct] -clock clk0 [all_outputs]
==> reports/results.ini <==
[yosys]
syn_area_um2 = 2879
ys.flop_type = dfxtp_1
top_cell_area_share_pct = 17.38
async_flop_share_pct = 0
top_area_cell = dfxtp_1
ys_area_um2 = 2879
syn_avg_cell_area_um2 = 10.32
edf_count = 16
synth_cells = 279
ys_cells = 279
synth_warnings = 3
ys_seq_elements = 41
top_cells_by_count = 34 x a21oi_1, 32 x and2_1, 25 x dfxtp_1, 24 x nor2_1, 20 x inv_1
synth.most_common_cell = a21oi_1
ys_types = 42
ys_seq_share_pct = 34.07
synth.area.top_cells = dfxtp_1 17%, edfxtp_1 17%, fa_1 11%

[worst_hold_path]
min_from = PM[0]
worst_hold_path_type = flip-flop to flip-flop

[power_and_ir_drop]
power.share.switching_pct = 34.53
peakVddDrop_mv = 0.03857
switching_power_w = 0.0001148
p_int_w = 0.0002176
p_seq_share_pct = 38.7
p_clk_share_pct = 24.1
power_frac_comb_pct = 37.2
pwr_density_cell_nw_per_um2 = 89.64
leakage_nw = 1.223

[routing]
diodes = 0
detail_route.vias_per_cell = 5.056
first_pass_iters = 4
routedWlPerCell_um = 14.68
drtIter0Drc = 87
drc = 0
wl_mm = 6.342
ant_nets = 0
vias = 2184

[clock_tree]
cts-buffers-inserted = 5
post-cts-setup-buffers = 0
cts_max_path_buffers = 2
cts_resized = 0
h-tree-depth = 2
tritoncts = built
clk_pin_slew_ps = 90
clk_latency_ps = 290
cts-root-buf = clkbuf_8
cts.sinks = 41
hold_buffers = 0

[layout]
comb_area_um2 = 1715
drive_gt1_share_pct = 8.631
regArea_um2 = 982.2
area_growth_pct = 28.81
n_fill_cell = 631
stdcell_count = 432
fin_util_pct = 53.99

[timing]
finalWorstSetupSlack_ps = 6295
tightest_slew_ps = 840.1
fin_crit_ps = 10510
tns_ps = 0
holdWs_ps = 479.1
fmax_mhz = 95.19
hold_violations = 0
drv_slew = 0
max_slew_margin_pct = 43.75
fin_crit_sh_pct = 62.53
setup_viol = 0
grt_setup_unrepaired = false
finClkSkew_ps = 7.229

[floorplanning]
die_h_um = 86.84
chip_area_um2 = 7541
ioPinCount = 67
dieWidth_um = 86.84
initial_core_util_pct = 41.91
rows = 30
core_um2 = 6869

[setup_path]
crit_cells = 19
worstSetupEndpoint = PM[33]
path_max_fanout = 3
rrSetupSlack_ps = 8530
crit_top_cell = fa_1
start_kind = input pin
critPathSlowestCell = clkdlybuf4s50_1
path_class = input pin to flip-flop
crit_chain = clkdlybuf4s50_1, mux2i_1, fa_1, fa_1, fa_1, fa_1, fa_1, fa_1, fa_1, fa_1, fa_1, fa_1, fa_1, fa_1, fa_1, fa_1, fa_1, mux2i_1, a221oi_1
worstReg2RegEnd = PM[33]
rr_worst_depth = 19
end_kind = flip-flop
cp.arrival_ps = 10650
critPathLaunch = Q[0]
r2r_start = State[1]
crit_path_max_incr_delay_ps = 520
worstPathRequired_ps = 16940
path_buffers = 1
cpLargestDelayFamily = adder cells

[global_route]
grt_usage_pct = 18.86
grt_pass1_wl_mm = 10.67
grt_max_degree = 50
antenna_found_initial = 0
gr-total-overflow = 0
grt_pass1_vias = 2160

[place]
dp_slack_ps = 5911
gp_congestion = 0.7758
placed_cells = 424
io_buffers = 66
dp_hpwl_mm = 4.196

[run_status]
status = completed

[run]
warnings = 28
max_cap_viol_count = 0

-- final cells by class --
type / instances / share of cell area [%]
clock buffers: 5 / 1.856
clock inverters: 3 / 1.113
flip-flops and latches: 41 / 26.48
multi-input cells: 195 / 46.26
well taps: 96 / 3.239
inverters: 20 / 2.024
repair buffers: 72 / 19.03
-- worst min-delay path by stage --
stage     endpoint  slack (ps)  cells after the start
4_1_cts      PM[0]         480                      2
5_1_grt      PM[0]         500                      2
6_report     PM[0]         480                      2
-- worst register-to-register path, cell delays in order (launching register included) --
cell and delay [ps]:
dfxtp_1 490, nor3b_2 760, mux2i_1 220, fa_1 460, fa_1 420, fa_1 430
fa_1 440, fa_1 430, fa_1 420, fa_1 420, fa_1 420, fa_1 420
fa_1 420, fa_1 420, fa_1 420, fa_1 430, fa_1 450, fa_1 420
mux2i_1 140, a221oi_1 90
-- flip-flops by register name (all words and copies together), names as in the netlist --
signal	cells
State	3
CTR	4
PM	34
-- cells in the final DEF, fill, tap and decap left out, types with 3 or more instances in the layout --
cell type         n
a2111oi_0         3
a2111oi_4        10
a21oi_1          34
a31oi_1           3
and2_1           32
buf_4             6
clkbuf_8          5
clkdlybuf4s50_1  66
dfxtp_1          24
edfxtp_1         16
fa_1             16
inv_1            20
mux2i_1          18
nand2_1           4
nand3_1           3
nor2_1           24
nor2b_1           4
xnor2_1          15
-- power by group through the flow --
stage	Clock, W	Combinational, W	Sequential, W
finish	0.0000800	0.000124	0.000129
global route	0.0000863	0.000137	0.000132
CTS	0.0000827	0.000126	0.000129
-- routing by layer --
metal / vias to the layer above / share of wire [%] / GRT usage (%)
met2: 86 / 45 / 29.71
met4: 0 / 0.66 / 1.667
met5: - / 0 / 0
li1: 1069 / - / -
met1: 1025 / 47 / 28.40
met3: 4 / 7.6 / 4.928
-- through the flow --
stage / total power [W] / instance area, um2
global route: 0.0003553 / 3709
CTS: 0.0003373 / 3709
finish: 0.0003324 / 3709
detailed placement: 0.0002556 / 3598
floorplan: 0.0002279 / 2879
global placement: 0.0002553 / 3598
-- logic make-up after synthesis --
kind of cell	share of synthesized area [%]
muxes	6.258
and+or+nand+nor	14.21
xor gates and xnor gates	5.172
buffers and inverters	6.519
AOI/OAI and AO/OA	21.77
DFF	34.07
adders and majority gates	11.99
Power and IR drop assume default switching activity.
